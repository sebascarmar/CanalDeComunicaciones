### design/flow/config.mk
export PLATFORM = sky130hd
export DESIGN_NAME = filtro_fir
export DESIGN_NICKNAME = filtro_fir
export VERILOG_FILES = /design/flow/design.v
export SDC_FILE = /design/flow/constraint.sdc
export NUM_CORES = 4
export LEC_CHECK = 1
export CORE_UTILIZATION = 40
### design/flow/constraint.sdc
current_design filtro_fir

set clk_period 13.5
set clk_io_pct 0.2

create_clock -name clk0 -period $clk_period [get_ports {clk}]

set non_clock_inputs [all_inputs -no_clocks]
set_input_delay [expr $clk_period * $clk_io_pct] -clock clk0 $non_clock_inputs
set_output_delay [expr $clk_period * $clk_io_pct] -clock clk0 [all_outputs]
### design/flow/design.v
module filtro_fir
#(
  parameter NB_INPUT   = 8,  
  parameter NBF_INPUT  = 7,  
  parameter NB_OUTPUT  = 8,  
  parameter NBF_OUTPUT = 7,  
  parameter NB_COEFF   = 8,  
  parameter NBF_COEFF  = 7   
) 
(
  output signed [NB_OUTPUT-1:0] o_os_data,  
  input  signed [NB_INPUT -1:0] i_is_data,  
  input                         i_en     ,  
  input                         i_srst   ,  
  input                         clk         
);
localparam NB_ADD     = NB_COEFF  + NB_INPUT + 2;
localparam NBF_ADD    = NBF_COEFF + NBF_INPUT;
localparam NBI_ADD    = NB_ADD    - NBF_ADD;
localparam NBI_OUTPUT = NB_OUTPUT - NBF_OUTPUT;
localparam NB_SAT     = (NBI_ADD) - (NBI_OUTPUT);
reg  signed [NB_INPUT         -1:0] register [3:1];  
wire signed [         NB_COEFF-1:0] coeff    [3:0];  
wire signed [NB_INPUT+NB_COEFF-1:0] prod     [3:0];  
assign coeff[0] = 8'b1000_0000;    
assign coeff[1] = 8'b0100_0000;
assign coeff[2] = 8'b1110_0000;
assign coeff[3] = 8'b0001_0000;
always @(posedge clk) begin:shiftRegister
  if (i_srst == 1'b1) begin
    register[1] <= {NB_INPUT{1'b0}};
    register[2] <= {NB_INPUT{1'b0}};
    register[3] <= {NB_INPUT{1'b0}};
  end else begin
    if (i_en == 1'b1) begin
      register[1] <= i_is_data;
      register[2] <= register[1];
      register[3] <= register[2];
    end
  end
end
assign prod[0] = coeff[0] * i_is_data;
assign prod[1] = coeff[1] * register[1];
assign prod[2] = coeff[2] * register[2];
assign prod[3] = coeff[3] * register[3];
wire signed [NB_ADD-1:0] sum      [3:1];  
assign sum[1] = prod[0] + prod[1];
assign sum[2] = sum[1]  + prod[2];
assign sum[3] = sum[2]  + prod[3];
assign o_os_data = ( ~|sum[3][NB_ADD-1 -: NB_SAT+1] || &sum[3][NB_ADD-1 -: NB_SAT+1]) ? sum[3][NB_ADD-(NBI_ADD-NBI_OUTPUT) - 1 -: NB_OUTPUT] :
                  (sum[3][NB_ADD-1]) ? {{1'b1},{NB_OUTPUT-1{1'b0}}} : {{1'b0},{NB_OUTPUT-1{1'b1}}};
endmodule
### design/flow/run.sh
#!/bin/bash
# OpenROAD 26Q1-2900-gdf79404cd8, Yosys 0.63+post, stock flow scripts
make -C /OpenROAD-flow-scripts/flow DESIGN_CONFIG=/design/flow/config.mk WORK_HOME=/design/flow/orfs finish
==> impl_metrics.json <==
{
  "power.density_nw_per_um2": 139,
  "cp_data_arrival_time_ps": 7290,
  "yosys_area_um2": 2250,
  "post_cts_buffers": 0,
  "placed_cell_area_um2": 2500,
  "wl_per_cell_um": 11.8,
  "n_antenna_cell": 0,
  "edf_count": 0,
  "ir_drop_uv": 77.7,
  "drive_gt1_share_pct": 5.13,
  "top_regs": "register (23)",
  "cp.required_ps": 10800,
  "clk-insertion-delay-late_ps": 270,
  "synthArstFlopShare_pct": 0,
  "ys_warn_count": 2,
  "num_rows": 26,
  "drt_iter0_markers": 30,
  "netlist_instances": 256,
  "antenna_found_initial": 0,
  "critPathKind": "in -> out",
  "status": "finished clean",
  "max_clock_freq_ghz": 0.100,
  "cts_tree": "done",
  "maxCapViolCount": 0,
  "final_hold_viol_count": 0,
  "avgSynthCellArea_um2": 8.81,
  "place.gp.congestion": 0.864,
  "grt_pass1_vias": 1681,
  "grt_pass1_wl_um": 7560,
  "finalWirelength_um": 4040,
  "ys.flop_type": "dfxtp_1",
  "place.port_buffers": 18,
  "first_pass_iters": 4,
  "cp_num_cells": 16,
  "syn_to_final_growth_pct": 13.0,
  "fin_crit_ps": 9990,
  "cp_max_fo": 6,
  "synth_cell_types": 39,
  "critPathBufInv": 4,
  "cts_resized": 0,
  "fp.dieW_um": 77.1,
  "p_leak_nw": 1.22,
  "hold_path.class": "reg -> reg",
  "nFillCells": 509,
  "worst_clock_skew_ps": 2.12,
  "syn-cell-area_um2": 2250,
  "warning_count": 25,
  "die_y_um": 77.1,
  "dieArea_um2": 5940,
  "min_period_over_period_pct": 74.0,
  "hpwlAfterDp_um": 3370,
  "end_kind": "output port",
  "ant_nets": 0,
  "clk_pin_slew_ps": 90,
  "synth_flops": 23,
  "yosys-stat-cells": 256,
  "drv_slew": 0,
  "via_per_inst": 4.66,
  "grt_max_degree": 24,
  "setup_viol": 0,
  "crit_chain": "clkdlybuf4s50_1, nor4_1, nand4_1, xor2_1, fa_1, inv_1, fa_1, inv_1, ha_1, and3_1, and3_1, a221oi_4, xnor2_2, a31oi_2, o21ai_1, clkdlybuf4s50_1",
  "slew_headroom_pct": 44.3,
  "floorplan.core_util_pct": 42.8,
  "max_stage_delay_ps": 510,
  "largest_reg_flops": 23,
  "via_count": 1599,
  "tightest_slew_ps": 832,
  "numCtsBuffers": 3,
  "grt_usage_pct": 16.1,
  "core-area_um2": 5270,
  "setup_tns_ps": 0,
  "hold_buffers": 0,
  "boundaryPins": 19,
  "fin_area_um2": 2550,
  "hold-path-cell-count": 2,
  "r2r_cells": 2,
  "cts.sinks": 23,
  "regMostFlops": "register",
  "start_kind": "input port",
  "gr-total-overflow": 0,
  "htree_levels": 1,
  "critPathTopFamily": "adder cells",
  "cts_buffer_depth": 2,
  "post-route-drc-count": 0,
  "yosys.stat.seqShare_pct": 20.4,
  "clockRootBuffer": "clkbuf_8",
  "rsz0062_at_grt": "false",
  "crit_path_top_delay_cell": "clkdlybuf4s50_1"
}
cell usage in the layout (no fill, tap or decap), types with 2 or more instances in the layout:
| cell type | Yosys | final |
|---|---|---|
| inv_1 | 56 | 56 |
| nor2_1 | 32 | 32 |
| mux2i_1 | 23 | 23 |
| dfxtp_1 | 23 | 23 |
| fa_1 | 21 | 21 |
| clkdlybuf4s50_1 | 0 | 18 |
| ha_1 | 12 | 12 |
| xnor2_1 | 11 | 11 |
| xor2_1 | 9 | 9 |
| nand2_1 | 8 | 8 |
| a21oi_1 | 8 | 8 |
| o21ai_1 | 7 | 7 |
| nor3_1 | 3 | 3 |
| a21o_1 | 3 | 3 |
| clkbuf_8 | 0 | 3 |
| nor4_1 | 2 | 2 |
| nand4_1 | 2 | 2 |
| nand2b_1 | 2 | 2 |
| o21bai_1 | 2 | 2 |
| nand3_1 | 2 | 2 |
| a31oi_1 | 2 | 2 |
| o41ai_2 | 2 | 2 |
| o211ai_1 | 2 | 2 |
| o21ai_0 | 2 | 2 |
| and3_1 | 2 | 2 |
| nand3b_1 | 2 | 2 |
path summary, 6_finish.rpt:
path	start	endpoint	slack, ps
setup reg to reg	register[1][7]	register[2][7]	12760
hold reg to reg	register[3][3]	register[3][3]	500
hold / removal	register[3][3]	register[3][3]	500
setup / recovery	i_is_data[2]	o_os_data[4]	3510
Yosys cell counts, types with 7 or more instances:
master	instances	area share, %
inv_1	56	9.3
ha_1	12	6.7
o21ai_1	7	1.6
nand2_1	8	1.3
xor2_1	9	3.5
a21oi_1	8	1.8
nor2_1	32	5.3
dfxtp_1	23	20
mux2i_1	23	10
xnor2_1	11	4.3
fa_1	21	19
logic make-up (layout without fill, tap and decap cells):
group	after synthesis	in the layout	share of synthesized area, %
mux	23	23	10.2
flops	23	23	20.4
simple gates	58	58	11.6
xor+xnor	21	21	8.49
buf+inv	62	79	10.7
compound gates	36	36	13.3
fa+ha+maj	33	33	25.3
routing by layer:
layer / vias to the layer above / global-route usage, % / wire [um]
met4: 0 / 1.32 / 34
met3: 2 / 0.726 / 61
li1: 853 / - / -
met2: 20 / 25.6 / 1800
met1: 724 / 26.3 / 2150
met5: - / 0 / 0
per-stage QoR:
step	util, %	cells	worst slack [ps]	hold WS (ps)	power [mW]
floorplan	-	256	4920	460	0.236
global placement	47.4	339	3520	474	0.312
detailed placement	47.4	339	3520	485	0.313
CTS	48.4	343	3520	508	0.359
global route	48.4	343	3260	535	0.394
finish	48.4	343	3510	504	0.354
final cells by class:
cell class / instances / area, um^2 / area share [%]
sequential: 23 / 460 / 18.1
timing repair buffer: 19 / 188 / 7.36
multi-input combinational: 171 / 1550 / 61.0
clock buffer: 3 / 41.3 / 1.62
tap: 70 / 87.6 / 3.44
clock inverter: 1 / 7.51 / 0.295
inverter: 56 / 210 / 8.25
worst reg2reg max path, stage by stage (launching register included):
cell     delay, ps
dfxtp_1        460
mux2i_1        110
nor2_1          90
report_power, final:
part | total [mW] | leakage, nW | switching, mW | internal (mW)
sequential | 0.0736 | 0.188 | 0.00315 | 0.0704
combinational | 0.236 | 1.01 | 0.115 | 0.121
clock | 0.0448 | 0.0217 | 0.0239 | 0.0209
total | 0.354 | 1.22 | 0.142 | 0.213
Power figures rest on the tool's default switching activity, not on a simulated workload.
