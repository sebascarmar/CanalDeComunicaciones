File: design/flow/config.mk
export PLATFORM = sky130hd
export DESIGN_NAME = xilinx_single_port_ram_no_change
export DESIGN_NICKNAME = xilinx_single_port_ram_no_change
export VERILOG_FILES = /design/flow/design.v
export SDC_FILE = /design/flow/constraint.sdc
export NUM_CORES = 4
export LEC_CHECK = 1
export CORE_UTILIZATION = 30
export SYNTH_MEMORY_MAX_BITS = 65536
File: design/flow/constraint.sdc
current_design xilinx_single_port_ram_no_change

set clk_period 81.5
set clk_io_pct 0.2

create_clock -name clk0 -period $clk_period [get_ports {clock}]

set non_clock_inputs [all_inputs -no_clocks]
set_input_delay [expr $clk_period * $clk_io_pct] -clock clk0 $non_clock_inputs
set_output_delay [expr $clk_period * $clk_io_pct] -clock clk0 [all_outputs]
File: design/flow/design.v
module xilinx_single_port_ram_no_change 
#(
  parameter RAM_WIDTH = 18,                        
  parameter RAM_DEPTH = 1024,                      
  parameter RAM_PERFORMANCE = "HIGH_PERFORMANCE",  
  parameter INIT_FILE = ""                         
) (
  input [clogb2(RAM_DEPTH-1)-1:0] address_bus,     
  input [RAM_WIDTH-1:0] data_input,                
  input clock,                                     
  input write_enable,                              
  input enable,                                    
  input reset,                                     
  input register_enable,                           
  output [RAM_WIDTH-1:0] data_output               
);
  reg [RAM_WIDTH-1:0] BRAM [RAM_DEPTH-1:0];
  reg [RAM_WIDTH-1:0] ram_data = {RAM_WIDTH{1'b0}};
  generate
    if (INIT_FILE != "") begin: use_init_file
      initial
        $readmemh(INIT_FILE, BRAM, 0, RAM_DEPTH-1);
    end else begin: init_bram_to_zero
      integer ram_index;
      initial
        for (ram_index = 0; ram_index < RAM_DEPTH; ram_index = ram_index + 1)
          BRAM[ram_index] = {RAM_WIDTH{1'b0}};
    end
  endgenerate
  always @(posedge clock)
    if (enable)
      if (write_enable)
        BRAM[address_bus] <= data_input;
      else
        ram_data <= BRAM[address_bus];
  generate
    if (RAM_PERFORMANCE == "LOW_LATENCY") begin: no_output_register
       assign data_output = ram_data;
    end else begin: output_register
      reg [RAM_WIDTH-1:0] data_output_reg = {RAM_WIDTH{1'b0}};
      always @(posedge clock)
        if (reset)
          data_output_reg <= {RAM_WIDTH{1'b0}};
        else if (register_enable)
          data_output_reg <= ram_data;
      assign data_output = data_output_reg;
    end
  endgenerate
  function integer clogb2;
    input integer depth;
      for (clogb2=0; depth>0; clogb2=clogb2+1)
        depth = depth >> 1;
  endfunction
endmodule
File: design/flow/run.sh
#!/bin/bash
# OpenROAD 26Q1-2900-gdf79404cd8, Yosys 0.63+post, stock flow scripts
make -C /OpenROAD-flow-scripts/flow DESIGN_CONFIG=/design/flow/config.mk WORK_HOME=/design/flow/orfs finish
==> impl_metrics.py <==
# Generated from Yosys and OpenROAD reports
metrics = {
    "clock_network": {
        "clkSinkCount": 18500,
        "cts_hold_buf": 0,
        "cts_root_buffer": "clkbuf_16",
        "cts_inserted_buffers": 1830,
        "cts-resized-gates": 0,
        "cts.path.max_buffers": 6,
        "cts_tree": "done",
        "insertion_delay_ns": 1.40,
        "clock_tree.htree_level_count": 7,
        "cts.clk_slew.worst_paths_ns": 0.06,
        "post_cts.repair.setup_buffers": 0,
    },
    "die": {
        "core_util_floorplan": 0.301,
        "placement_rows": 562,
        "fp.dieArea_um2": 2350000,
        "design.core.area_um2": 2340000,
        "die_w_um": 1530,
        "io_pins": 51,
        "chipHeight_um": 1530,
    },
    "finish": {
        "stdcell_count": 70800,
        "final_layout_top_logic_cell": "edfxtp_1",
        "layout_cell_share_with_drive_strength_beyond_1": 0.184,
        "largest_register_ffs": 18400,
        "area_growth_syn_to_layout_pct": 15.2,
        "final_cell_mix": "edfxtp_1, mux2i_1, o22ai_1, buf_4, clkbuf_16",
    },
    "routing": {
        "vias_per_cell": 5.10,
        "routed_wire_length_per_instance_um": 30.2,
        "vias": 361000,
        "postRouteWirelength_um": 2140000,
        "dr.first_iter.drc_count": 25000,
        "drcViolationCount": 0,
        "count_of_nets_left_with_antenna_violations_after_detail_routing": 0,
        "detailedRoute.firstPassIterationCount": 6,
    },
    "status": {
        "violations": "max-capacitance violations, max-slew violations",
        "run_status": "finished with violations",
    },
    "timing": {
        "final-setup-viol-count": 0,
        "post-route-min-period_ns": 25.36,
        "clock-skew-final_ns": 0.122,
        "fmaxAchievable_ghz": 0.0394,
        "fin_hold_ws_ns": 0.490,
        "layout_worst_path_cycle_share": 0.311,
        "report.final.hold_viol_count": 0,
        "max_slew.worst_pin.slew_ns": 1.58,
        "final-max-slew-violation-count": 18,
        "tns_ns": 0,
        "grt_setup_unrepaired": "false",
        "final_critical_path_setup_slack_ns": 56.14,
        "worst_slew_margin_relative_to_its_limit": -0.0561,
    },
    "place": {
        "place_congestion": 0.898,
        "hpwl_um": 1310000,
        "worst_slack_at_placement_ns": 54.77,
        "quantity_of_i_o_buffers_inserted_on_ports": 50,
        "total_instance_count_after_detailed_placement": 67300,
    },
    "setup_path": {
        "cp.required_ns": 82.57,
        "crit_path_max_incr_delay_ns": 1.31,
        "worstSetupStartpointType": "input port",
        "worst_path_most_repeated_cell": "buf_4",
        "worst-setup-path-type": "input port to register",
        "worstPathCellList": "buf_16 -> buf_12 -> buf_4 -> buf_4 -> buf_4 -> buf_4 -> buf_4 -> buf_4 -> buf_4 -> buf_4 -> mux2i_1 -> o22ai_1 -> nor4_1 -> nand2_1 -> a22oi_1 -> nand3_1 -> nor3_2 -> nand2_1",
        "endpoint_kind": "register",
        "slowest_stage": "nor3_2",
        "timing.critical_path.fanout_max": 92,
        "r2r-start": "BRAM[199][8]$_DFFE_PP_",
        "crit_family": "buffers and inverters",
        "critPathArrivalTime_ns": 26.43,
        "timing.critical_path.buf_inv": 10,
        "startpoint": "address_bus[1]",
    },
    "synth": {
        "synth.cell_area_um2": 704000,
        "total_cells_reported_by_yosys_after_synthesis": 35900,
        "synth_seq_share": 0.787,
        "postSynthCellCount": 35900,
        "yosysWarningCount": 1,
        "syn_area_per_cell_um2": 19.6,
        "postSynthRegisterBits": 18500,
        "yosys.cell_types.count": 64,
        "async_flop_share": 0,
        "enable_flop_cells": 18500,
        "synth-area-yosys_um2": 704000,
        "post_synth_top_flop": "edfxtp_1",
    },
    "power_and_ir_drop": {
        "switchingPower_mw": 4.14,
        "comb_power_share": 0.046,
        "design_internal_power_mw": 15.1,
        "vdd.ir_drop.worst_uv": 21.8,
        "clock_power_share": 0.411,
        "power.share.sequential": 0.542,
        "swShare": 0.215,
        "p_leak_nw": 264,
        "cellPowerDensity_nw_per_um2": 23.8,
        "total_power_of_the_final_layout_mw": 19.3,
    },
    "global_routing": {
        "largest_net_degree_at_the_start_of_global_routing": 128,
        "grt_use_met1": 0.192,
        "combined_global_route_utilization_of_all_metal_layers": 0.191,
        "global_route.overflow_total": 0,
        "groute.layer.met2.usage": 0.268,
        "first_pass_grt_wire_length_um": 2950000,
        "initial_antenna_violation_count": 170,
        "gr-max-usage-layer": "met2",
        "first_global_vias": 376000,
        "met3_capacity_usage_during_global_routing": 0.182,
    },
    "min_path": {
        "min-delay-start": "output_register.data_output_reg[7]$_SDFFE_PP0P_",
        "hold_class": "register to register",
    },
    "flow_run": {
        "cap_violations": 4,
        "tool_warnings": 50,
    },
}
-- cell usage after synthesis (all sizes together), types with 18 or more instances --
cell type	instances	area (µm²)
edfxtp	18500	554000
mux2i	6456	64600
o22ai	2882	18000
nor2	1442	5410
mux4	1438	32400
buf	1406	7680
clkbuf	786	2950
a22oi	604	4530
nor4	584	3660
nand2	449	1690
o21ai	225	1130
nand3	186	931
nor3	164	821
nand4	127	801
a31oi	119	744
o2111ai	105	920
o211ai	95	713
a221oi	57	499
a21oi	45	225
or4	42	315
mux2	35	394
a2111oi	31	272
nand2b	21	131
dfxtp	18	360
-- power by group through the flow --
stage / clock (mW) / combinational [mW] / sequential [mW]
after CTS: 8.02 / 0.881 / 10.5
after global routing: 8.37 / 0.936 / 10.4
final: 7.93 / 0.888 / 10.5
-- metrics by stage --
| step | cell area (µm²) | utilization |
|---|---|---|
| finish | 811000 | 0.347 |
| global placement | 756000 | 0.323 |
| CTS | 810000 | 0.346 |
| floorplan | 704000 | - |
| global route | 811000 | 0.346 |
| detailed placement | 756000 | 0.323 |
-- final cells by class --
cell class / instances / area (µm²)
clock buffer: 2312 / 48000
clock inverter: 912 / 6730
multi-input combinational: 15200 / 142000
antenna: 253 / 633
sequential: 18500 / 554000
inverter: 4 / 25.0
timing repair buffer: 2584 / 20400
tap: 31000 / 38800
fill: 214000 / 1530000
-- final timing paths --
kind,endpoint,slack [ns],depth (start not counted)
max,ram_data[1]$_DFFE_PP_,56.14,18
min,output_register.data_output_reg[7]$_SDFFE_PP0P_,0.49,2
max reg2reg,ram_data[8]$_DFFE_PP_,75.91,9
min reg2reg,output_register.data_output_reg[7]$_SDFFE_PP0P_,0.49,2
-- per-layer routing --
metal  vias to the layer above  part of all wire
li1                     153000                 -
met1                    181000              0.30
met3                      4119              0.21
met5                         -            0.0045
met4                       262             0.044
met2                     23400              0.44
-- worst min-delay path, stage by stage, from the launching register on --
cell	delay, ns
dfxtp_1	0.32
mux2i_1	0.06
nor2_1	0.07
-- kinds of logic after synthesis --
logic type,share of synthesized area
buffers and inverters,0.0151
flip-flops,0.787
AND/OR/NAND/NOR,0.0204
AND-OR/OR-AND,0.0388
multiplexers,0.138
Power is estimated from default activity; no workload was simulated.
